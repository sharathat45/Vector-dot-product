==> flow/design.v <==
module floating_add_sub(
		input [31:0] dataa,			
        input [31:0] datab,			
        output [31:0] result);
wire [7:0] big_exp;
wire [7:0] small_exp;
wire [23:0] big_mant;
wire [23:0] small_mant;
wire [7:0] exp_diff_abs;
wire [8:0] exp_diff_with_carry;
wire [24:0]final_tmp;
wire [24:0]add_tmp;
wire [24:0]sub_tmp;
wire operation;
wire is_big_mant_large;
wire is_both_mant_equal;
wire output_sign;
wire [7:0]new_exp;
wire [24:0]new_mantisa;
assign exp_diff_with_carry = dataa[30:23] - datab[30:23];
assign exp_diff_abs = (exp_diff_with_carry[8] == 1'b1)? ~exp_diff_with_carry+ 1'b1: exp_diff_with_carry;
assign {big_exp, big_mant} = (exp_diff_with_carry[8] == 0)? 
                                {dataa[30:23], 1'b1, dataa[22:0]}: 
                                {datab[30:23], ({1'b1,dataa[22:0]} >> exp_diff_abs)};
assign {small_exp, small_mant} = (exp_diff_with_carry[8] == 0)? 
                                {dataa[30:23], ({1'b1,datab[22:0]} >> exp_diff_abs)} : 
                                {datab[30:23], 1'b1, datab[22:0]};
assign operation = dataa[31] ^ datab[31];
assign is_big_mant_large = big_mant > small_mant;
assign is_both_mant_equal = (big_mant == small_mant)? 1'b1 :1'b0;
assign add_tmp = !operation? {1'b0,big_mant} + {1'b0,small_mant} : 24'b0; 
assign sub_tmp = operation? is_big_mant_large? {1'b0,big_mant} - {1'b0,small_mant} : {1'b0,small_mant} - {1'b0,big_mant}: 24'b0;
assign final_tmp = add_tmp + sub_tmp;
assign output_sign = (is_both_mant_equal & operation)? 1'b0:
                     (dataa[31] & datab[31]) | (dataa[31] & is_big_mant_large) | (!dataa[31] & datab[31] & !is_big_mant_large); 
highbit_pos m1(big_exp, final_tmp, new_exp, new_mantisa);
assign result = (big_exp == 8'b11111111)? 32'b0:{output_sign, new_exp, new_mantisa[22:0]};
endmodule
module highbit_pos(input [7:0]old_exp, input [0:24]old_mantisa, output reg [7:0]new_exp, output reg [24:0]new_mantisa);
always @(old_mantisa)
begin
casex (old_mantisa)
    25'b0000000000000000000000000 : begin 
                                        new_mantisa = old_mantisa; 
                                        new_exp = 8'b00000000;   
                                    end 
    25'b1xxxxxxxxxxxxxxxxxxxxxxxx : begin 
                                        if(old_exp == 8'b00000000)
                                        begin
                                            new_mantisa = old_mantisa; 
                                            new_exp = old_exp;
                                        end    
                                        else
                                        begin
                                            new_mantisa = old_mantisa >> 1; 
                                            new_exp = old_exp + 1; 
                                        end
                                    end 
    25'b01xxxxxxxxxxxxxxxxxxxxxxx :  begin 
                                        new_mantisa = old_mantisa >> 0; 
                                        new_exp = old_exp + 0; 
                                    end 
    25'b001xxxxxxxxxxxxxxxxxxxxxx :  begin 
                                        new_mantisa = old_mantisa << 1; 
                                        new_exp = old_exp - 1; 
                                    end 
    25'b0001xxxxxxxxxxxxxxxxxxxxx :  begin 
                                        new_mantisa = old_mantisa << 2; 
                                        new_exp = old_exp - 2; 
                                    end 
    25'b00001xxxxxxxxxxxxxxxxxxxx :  begin 
                                        new_mantisa = old_mantisa << 3; 
                                        new_exp = old_exp - 3; 
                                    end 
    25'b000001xxxxxxxxxxxxxxxxxxx :  begin 
                                        new_mantisa = old_mantisa << 4; 
                                        new_exp = old_exp - 4; 
                                    end 
    25'b0000001xxxxxxxxxxxxxxxxxx :  begin 
                                        new_mantisa = old_mantisa << 5; 
                                        new_exp = old_exp - 5; 
                                    end 
    25'b00000001xxxxxxxxxxxxxxxxx :  begin 
                                        new_mantisa = old_mantisa << 6; 
                                        new_exp = old_exp - 6; 
                                    end 
    25'b000000001xxxxxxxxxxxxxxxx :  begin 
                                        new_mantisa = old_mantisa << 7; 
                                        new_exp = old_exp - 7; 
                                    end 
    25'b0000000001xxxxxxxxxxxxxxx :  begin 
                                        new_mantisa = old_mantisa << 8; 
                                        new_exp = old_exp - 8; 
                                    end 
    25'b00000000001xxxxxxxxxxxxxx :  begin 
                                        new_mantisa = old_mantisa << 9; 
                                        new_exp = old_exp - 9; 
                                    end 
    25'b000000000001xxxxxxxxxxxxx :  begin 
                                        new_mantisa = old_mantisa << 10; 
                                        new_exp = old_exp - 10; 
                                    end 
    25'b0000000000001xxxxxxxxxxxx :  begin 
                                        new_mantisa = old_mantisa << 11; 
                                        new_exp = old_exp - 11; 
                                    end 
    25'b00000000000001xxxxxxxxxxx :  begin 
                                        new_mantisa = old_mantisa << 12; 
                                        new_exp = old_exp - 12; 
                                    end 
    25'b000000000000001xxxxxxxxxx :  begin 
                                        new_mantisa = old_mantisa << 13; 
                                        new_exp = old_exp - 13; 
                                    end 
    25'b0000000000000001xxxxxxxxx :  begin 
                                        new_mantisa = old_mantisa << 14; 
                                        new_exp = old_exp - 14; 
                                    end 
    25'b00000000000000001xxxxxxxx :  begin 
                                        new_mantisa = old_mantisa << 15; 
                                        new_exp = old_exp - 15; 
                                    end 
    25'b000000000000000001xxxxxxx :  begin 
                                        new_mantisa = old_mantisa << 16; 
                                        new_exp = old_exp - 16; 
                                    end 
    25'b0000000000000000001xxxxxx :  begin 
                                        new_mantisa = old_mantisa << 17; 
                                        new_exp = old_exp - 17; 
                                    end 
    25'b00000000000000000001xxxxx :  begin 
                                        new_mantisa = old_mantisa << 18; 
                                        new_exp = old_exp - 18; 
                                    end 
    25'b000000000000000000001xxxx :  begin 
                                        new_mantisa = old_mantisa << 19; 
                                        new_exp = old_exp - 19; 
                                    end 
    25'b0000000000000000000001xxx :  begin 
                                        new_mantisa = old_mantisa << 20; 
                                        new_exp = old_exp - 20; 
                                    end 
    25'b00000000000000000000001xx :  begin 
                                        new_mantisa = old_mantisa << 21; 
                                        new_exp = old_exp - 21; 
                                    end 
    25'b000000000000000000000001x :  begin 
                                        new_mantisa = old_mantisa << 22; 
                                        new_exp = old_exp - 22; 
                                    end 
    25'b0000000000000000000000001 :  begin 
                                        new_mantisa = old_mantisa << 23; 
                                        new_exp = old_exp - 23; 
                                    end 
endcase
end
endmodule
module floating_multiplier(input [31:0] ain, input [31:0] bin, output [31:0] result);
wire  productsign;      
wire [47:0] product;    
wire [48:0] norm_product;
wire [22:0] product_trimmed;
wire [8:0] final_exponent, exponentnormal;
wire over_exp; 
wire zero1; 
assign productsign = ain[31]^bin[31];  
assign product = {1'b1,ain[22:0]} * {1'b1,bin[22:0]};  
assign norm_product = ( product[47] == 1) ? product >> 1 : product;
assign product_trimmed = norm_product[45:23]; 
assign exponentnormal = ((ain[30:23] + bin[30:23])); 
assign final_exponent = (exponentnormal - (9'b001111111)) + {8'b0, product[47]}; 
assign over_exp = (&ain[30:23]) | (&bin[30:23]);
wire overflow; 
assign overflow = ((final_exponent[8] & !final_exponent[7]) & !zero1);
wire underflow; 
assign underflow = ((final_exponent[8] & final_exponent[7]) & !zero1) ? 1'b1 : 1'b0; 
assign zero1 = over_exp ? 1'b0 : (product_trimmed == 23'd0) ? 1'b1 : 1'b0;
assign result = (ain == 32'h0 || bin == 32'h0) ? 32'b0 : over_exp ? 32'b0 : zero1 ? {productsign, final_exponent[7:0], 23'b0} : overflow ? {productsign,8'b1,23'b0} : underflow ? {productsign,31'b0} :{productsign,final_exponent[7:0],product_trimmed};
endmodule
module vector_dot(
				clk,
				reset,
				address,
				writedata,
				write,
				read,
				readdata);
input clk;				 
input reset;			 
input [1:0]address;  	 
input [31:0] writedata;  
input write;			 
input read;				 
output reg [31:0] readdata;	 
reg [31:0] in_data[1:0];
reg [31:0] add_in_reg;	
reg [31:0] add_in_out_fb;
wire [31:0] mul_out;
wire [31:0] add_out;
floating_multiplier m1(in_data[0], in_data[1], mul_out);
floating_add_sub a1(add_in_reg, add_in_out_fb, add_out);
always @ (posedge clk)
begin
    if(reset == 1'b1)
    begin
        readdata <= 32'b0;
        {in_data[0], in_data[1]} <= {2{32'b0}};
        {add_in_reg, add_in_out_fb} <= {2{32'b0}};
    end    
    else
    begin    
        if (read == 1'b1 )
        begin
            readdata <= add_out;
            {in_data[0], in_data[1]} <= {2{32'b0}};
            {add_in_reg, add_in_out_fb} <= {2{32'b0}};
        end
        else if(write == 1'b1)
        begin
            in_data[address] <= writedata; 
            if (address == 0)  
                add_in_reg <= mul_out;  
            else if (address == 1)  
                add_in_out_fb <= add_out;                 
        end     
    end    
end	
endmodule
==> flow/run.sh <==
#!/bin/bash
# OpenROAD 26Q1-2900-gdf79404cd8, Yosys 0.63+post, stock flow scripts
make -C /OpenROAD-flow-scripts/flow DESIGN_CONFIG=/design/flow/config.mk WORK_HOME=/design/flow/orfs finish
==> flow/config.mk <==
export PLATFORM = sky130hd
export DESIGN_NAME = vector_dot
export DESIGN_NICKNAME = vector_dot
export VERILOG_FILES = /design/flow/design.v
export SDC_FILE = /design/flow/constraint.sdc
export NUM_CORES = 4
export LEC_CHECK = 1
export CORE_UTILIZATION = 50
==> flow/constraint.sdc <==
current_design vector_dot

set clk_period 28.5
set clk_io_pct 0.2

create_clock -name clk0 -period $clk_period [get_ports {clk}]

set non_clock_inputs [all_inputs -no_clocks]
set_input_delay [expr $clk_period * $clk_io_pct] -clock clk0 $non_clock_inputs
set_output_delay [expr $clk_period * $clk_io_pct] -clock clk0 [all_outputs]
==> impl_metrics.ini <==
; synthesis and place-and-route metrics
[final_layout]
area_delta_synth_final_pct = 6.88
top_register = in_data
nFillCells = 6806
largest_register_ffs = 64
final_core_util = 0.540
final_layout_size_suffix_gt1_frac = 0.0575
final_cell_mix = inv_1, nand2_1, fa_1
fin_cells = 5331
fin_area_sq_um = 38500
lay_top_count = inv_1

[grt]
first_global_vias = 32600
grt_pass1_wl_microns = 199000
grt_usage = 0.378
grt_start_max_net_pins = 51
gr-total-overflow = 0
antenna_found_initial = 1

[synthesis]
ys_ff = 160
aoi_share = 0.167
synthTopLogicFamily = adder cells
yosysUniqueCellTypes = 115
ys.flop_type = dfxtp_1
synth_warnings = 2
avgSynthCellArea_sq_um = 8.16
edf_count = 64
ys_seq_share = 0.107
syn_area_sq_um = 36100
top_area_frac = 0.272
ys_sh_adder = 0.369
synth.mux.area_fraction = 0.0273
xor_area_frac = 0.0193
yosysTopAreaCell = fa_1
synthArstFlopShare = 0
yosys.area_share.simple = 0.213
ys_chip_area_sq_um = 36100
yosys_cells = 4418
syn_inst = 4418
synthTopCellsByArea = fa_1, ha_1, inv_1

[worst_setup_path]
regToRegStartpoint = add_in_reg[23]$_SDFFE_PP0P_
startpoint = add_in_reg[23]$_SDFFE_PP0P_
crit_end = add_in_out_fb[30]$_SDFFE_PP0P_
crit_required_ns = 28.81
worstSetupStartpointType = register
slowest_stage = o21ai_0
end_kind = register
worstPathMaxFanout = 43
crit-reg2reg-capture = add_in_out_fb[30]$_SDFFE_PP0P_
slowest_delay_ns = 0.76
criticalPathCategory = register to register
reg2reg_depth = 39
r2r_slack_ns = 15.71
arrival_ns = 13.11

[sta]
max_freq_ghz = 0.0782
clock_skew_ns = 0.0200
slew_viol_final = 0
finalClockPeriodUsage = 0.449
tightestPinTransition_ns = 1.01
hold_violations = 0
fin_tns_setup_ns = 0
setup_viol = 0
finalCriticalPeriod_ns = 12.79
finalWorstSetupSlack_ns = 15.71
grt_setup_unrepaired = no
fin_hold_ws_ns = 0.475
slew_headroom = 0.325

[status]
status = complete, no violations

[worst_hold_path]
hp-class = register to register
worstHoldStart = readdata[28]$_SDFFE_PP0P_

[place]
gp_congestion = 1.05
post_dp_cell_area_sq_um = 37900
placed_cells = 5299
dp_hpwl_microns = 100000
io_buffers = 69
post-place-ws_ns = 15.95

[route]
wl_per_cell_microns = 24.2
drt_iter0_drc = 2442
viasPerCell = 6.11
ant_nets = 0
wl_microns = 129000
antennaDiodeCount = 0
drtPass1Iterations = 7
vias = 32600
drcViolationCount = 0

[die]
boundaryPins = 70
die_h_microns = 271
die_x_microns = 271
row_count = 98
coreArea_sq_um = 71400
dieArea_sq_um = 73200
fp-utilization = 0.505

[run]
drv_cap = 0
tool_warnings = 76

[cts]
hold_buffers = 0
clk_path_buf_depth = 2
cts_num_sinks = 160
cts_buffers = 17
clockRootBuffer = clkbuf_16
cts_tree = done
htree_levels = 4
cts_resized = 0
cts_setup_buffers = 0
worstSkewPairLatency_ns = 0.46
clkTransAtPathRegs_ns = 0.07
-- metal layers --
layer	global-route usage	up-vias	share of wire
li1	-	14700	-
met4	0.162	2	0.056
met2	0.587	1521	0.47
met5	0.00329	-	0.00025
met1	0.517	16000	0.39
met3	0.0987	393	0.087
-- worst min path at each step --
| stage | end | slack [ns] | cells past startpoint |
|---|---|---|---|
| CTS | readdata[28]$_SDFFE_PP0P_ | 0.47 | 2 |
| global route | add_in_out_fb[25]$_SDFFE_PP0P_ | 0.50 | 1 |
| finish | readdata[28]$_SDFFE_PP0P_ | 0.48 | 2 |
-- critical path: cells and delay by family, from the launching register on --
kind	cells	cell delay (ns)
buffers and inverters	5	1.41
XOR/XNOR	2	0.68
adder cells (fa/ha/maj)	4	1.46
AND/OR/NAND/NOR	9	3.25
AND-OR/OR-AND	19	5.51
flip-flops	1	0.32
-- synthesized netlist by cell type, types with 37 or more instances --
| master | number |
|---|---|
| ha_1 | 281 |
| dfxtp_1 | 96 |
| nor3_1 | 80 |
| nand2_1 | 596 |
| o22ai_1 | 53 |
| clkbuf_1 | 230 |
| xnor2_1 | 50 |
| nor2_1 | 209 |
| edfxtp_1 | 64 |
| and2_1 | 297 |
| a21oi_1 | 153 |
| nand4_1 | 40 |
| mux2i_1 | 88 |
| fa_1 | 489 |
| a21o_1 | 54 |
| nor4_1 | 45 |
| o211ai_1 | 37 |
| nand3_1 | 86 |
| o21ai_0 | 135 |
| inv_1 | 646 |
-- cell type report --
type                    instances  area (sq um)  share of cell area
well taps                     950          1190              0.0308
flip-flops and latches        160          3840              0.0998
clock inverters                15           196             0.00510
clock buffers                  17           425              0.0110
repair buffers                201          1680              0.0436
inverters                     648          2430              0.0631
multi-input cells            3340         28800               0.746
-- cells by family after synthesis --
family                   count (synthesis)
AND/OR/NAND/NOR                       1549
multiplexers                            96
buffers and inverters                  918
AND-OR/OR-AND                          847
XOR/XNOR                                76
adder cells (fa/ha/maj)                771
flip-flops                             160
other                                    1
